==> config.mk <==
export PLATFORM = sky130hd
export DESIGN_NAME = VGA_sync
export DESIGN_NICKNAME = VGA_sync
export VERILOG_FILES = /design/flow/design.v
export SDC_FILE = /design/flow/constraint.sdc
export NUM_CORES = 4
export LEC_CHECK = 1
export CORE_AREA = 10 10 84 84
export DIE_AREA = 0 0 94 94
==> constraint.sdc <==
current_design VGA_sync

set clk_period 3.2
set clk_io_pct 0.2

create_clock -name clk0 -period $clk_period [get_ports {clk}]

set non_clock_inputs [all_inputs -no_clocks]
set_input_delay [expr $clk_period * $clk_io_pct] -clock clk0 $non_clock_inputs
set_output_delay [expr $clk_period * $clk_io_pct] -clock clk0 [all_outputs]
==> design.v <==
module VGA_sync(
input logic clk,
input logic rst,
output logic hsync,
output logic vsync,
output logic [9:0] v_counter,
output logic [9:0] h_counter
);
logic pxl_clk;
always_ff @(posedge clk or negedge rst) begin
    if (!rst) 
        pxl_clk <= 1;
    else 
        pxl_clk <= ~pxl_clk;
end
always_ff @(posedge clk or negedge rst) begin
    if (!rst) 
        h_counter <= 0;
    else begin
        if (pxl_clk) begin
            if (h_counter == 799) 
                h_counter <= 0;
            else
                h_counter <= h_counter + 1;
        end    
    end    
end
always_ff @(posedge clk or negedge rst) begin
    if (!rst) 
        v_counter <= 0;
    else begin
        if (pxl_clk) begin
            if (h_counter == 799) 
                if (v_counter == 523)
                    v_counter <= 0; 
                else
                    v_counter <= v_counter + 1;
        end    
    end    
end
assign hsync = (h_counter > 655 && h_counter < 752)?1'b0:1'b1; 
assign vsync = (v_counter > 490 && v_counter < 493)?1'b0:1'b1;
endmodule
==> run.sh <==
#!/bin/bash
# OpenROAD 26Q1-2900-gdf79404cd8, Yosys 0.63+post, stock flow scripts
make -C /OpenROAD-flow-scripts/flow DESIGN_CONFIG=/design/flow/config.mk WORK_HOME=/design/flow/orfs finish
==> run notes <==
Results of an implementation run.

The run finished with clean final reports. The worst setup path is launched from a register. The aggregate negative setup slack is 0 ps. For the worst setup path, the data arrival time is 1790 ps. For this run, the chip area from Yosys synthesis comes to approximately 1100 um2. The cell with the most instances on the worst path is sky130_fd_sc_hd__nor2_1. Yosys attributes the largest share of cell area to sky130_fd_sc_hd__dfrtp_1, sky130_fd_sc_hd__nand2_1, sky130_fd_sc_hd__xnor2_1.

The top-level I/O count is 24. Between clock sinks in the finished design, the worst skew comes to 3.83 ps. The post-synthesis register bit count is 21. The root buffer selected by CTS is sky130_fd_sc_hd__clkbuf_8. For reference, the final report shows the max-slew violation count at 0. The normalized max-slew margin is 0.604. Post-synth the commonest register cell is sky130_fd_sc_hd__dfrtp_1. The clock network latency to the later pin of the worst-skew pair is 260 ps. The fill cell instance count of the final layout is 566. The number of clock buffers added by TritonCTS is 3. The data required time reported for the critical path is roughly 2600 ps.

The total number of cells along the worst setup path is 5. Setup slack closes at approximately 770 ps. Routability-driven placement finished with a final weighted congestion of 0.842. The number of distinct standard cells referenced by the synthesized netlist is 35.

The most common cell in the synthesized netlist is sky130_fd_sc_hd__dfrtp_1. The longest clock path from root to sink contains 2 buffers. The worst setup path startpoint is h_counter[5]. As logged by OpenROAD, the buffers inserted on ports number 23.

The first TritonRoute pass finished after 4 iterations. Per the post-run analysis, buffers plus inverters along the critical path come to 1. The half-perimeter wire length after placement is around 1900 um. The commonest cells after synthesis are sky130_fd_sc_hd__dfrtp_1, sky130_fd_sc_hd__nand2_1, sky130_fd_sc_hd__nor2_1, sky130_fd_sc_hd__nand3_1, sky130_fd_sc_hd__o21ai_0. The slowest stage of the critical path belongs to the cell sky130_fd_sc_hd__clkdlybuf4s50_1. The DRC violation count after routing is 0. The setup slack on the worst flop-to-flop path is 1290 ps. Of all flip-flops after synthesis, the portion carrying an async set or reset was 1.00.

Counting cells, the worst reg-to-reg path comes to 5. Counting the warning lines in the Yosys log gives 1. The post-CTS hold buffer count recorded in the log is 0.

After clock tree synthesis, the setup repair step added 0 buffers. The cell sequence reported for the critical path is nor2_1 > nor2_1 > a21oi_1 > or3_1 > clkdlybuf4s50_1. The stage delay of the slowest cell on the critical path is 450 ps. For reference, the placement row count at floorplan is 26. The maximum level of the CTS H-tree is 1. The final hold violation count recorded for this run is 0. CTS saw 21 sinks.

The critical-path maximum fanout is 7. For this run, the total global-route usage over all layers was measured as 0.0609. Setup repair after global routing left no endpoint under its margin. The die height is 94 um.

After synthesis the cells add up to 1150 um2. The first-pass GRT wire length is around 4500 um. Per the post-route antenna check, the number of violating nets is 0. Post-CTS repair ended up resizing 0 cells. The initial antenna violation count was 0. The endpoint of the worst setup timing path is hsync. The layout cell share with drive strength beyond 1 is 0.0608.

The leakage power is 0.585 nW. Entering global routing, the biggest net connects 22 pins. For this sky-water flow run, the detailed-routed wirelength per cell is reported as between 10 and 15 um.

The routed design shows a via density per instance of around 4.5. Per the post-place timing report, worst setup slack is 1070 ps. The via count of the first global-routing pass is 892. The aggregate global routing overflow is 0. The chip area is 8840 um2. The dominant delay contributor by cell family on the critical path is simple AND/OR/NAND/NOR gates. TritonCTS built the clock tree. The die width is approximately 94 um. The number of cell instances after yosys synthesis is 124. Per the OpenROAD floorplan log, the area of the core is 5200 um2. The number of setup violations in the final report is 0. The final power report lists total power as 0.445 mW. The final timing report derives a shortest allowable period of ~2400 ps. The starting utilization of the core area is 0.220. After technology mapping, the gate count stands at 124.

Of the available clock period, the critical path in the final layout requires 0.759. The transition time at the pin with the least slew margin is 589 ps. Per the run report, area growth between synthesis and finish was 30.5%.

In this run the VDD rail shows a maximum IR drop of roughly 0.22 mV. The total number of vias is 972. Per the detailed-route log, wirelength across all metal layers totals approximately 2600 um. The area fraction of the dominant cell type after synthesis is 0.436. The synthesized design contains 0 enable-type register cells. Once iteration 0 of detailed routing completed, the report listed 43 DRC markers. The critical path endpoint category is an output port.

Looking at the reg2reg group, the worst path ends at v_counter[9]. In this run the maximum-capacitance check reported violations numbering 0. Static timing analysis puts the maximum clock frequency at 412 MHz. The clock-pin transition on the worst setup and hold timing paths is 70 ps. The register share after synthesis is 0.459.

The startpoint of the lowest-slack register-to-register path is v_counter[1]. The logs give a warning total of 27. In this run the power density over the cells is 297 nW/um2. The top cell type by total area after synthesis is sky130_fd_sc_hd__dfrtp_1. The routed design ends up with an antenna cell count of 0. The path type of the worst setup path is reg -> out. The classification of the worst-slack hold path is reg -> reg. Dividing the synthesized area by the synthesized cell count gives 9.25 um2.
[placed cells by master (no fill, tap or decap), types with 2 or more instances in the layout]
cell                               n
sky130_fd_sc_hd__clkdlybuf4s50_1  23
sky130_fd_sc_hd__dfrtp_1          20
sky130_fd_sc_hd__nand2_1          17
sky130_fd_sc_hd__nor2_1            9
sky130_fd_sc_hd__nand3_1           8
sky130_fd_sc_hd__o21ai_0           7
sky130_fd_sc_hd__inv_1             6
sky130_fd_sc_hd__xnor2_1           6
sky130_fd_sc_hd__nand4_1           5
sky130_fd_sc_hd__a21oi_1           4
sky130_fd_sc_hd__or3_1             4
sky130_fd_sc_hd__ha_1              4
sky130_fd_sc_hd__and3_1            3
sky130_fd_sc_hd__a21o_1            3
sky130_fd_sc_hd__clkbuf_8          3
sky130_fd_sc_hd__o31ai_1           2
sky130_fd_sc_hd__nand4b_1          2
sky130_fd_sc_hd__a22o_1            2
sky130_fd_sc_hd__nor3_1            2
[where the power goes]
group	internal [mW]	switching [mW]	total (mW)	leakage, nW
clock network	0.0886	0.0837	0.172	0.0228
registers	0.265	0	0.265	0.280
logic	0.00187	0.00522	0.00710	0.282
total	0.356	0.0889	0.445	0.585
[metal layers]
metal / GRT usage / up-vias / routed length (um)
li1: - / 493 / -
met1: 0.0890 / 444 / 1240
met2: 0.0835 / 33 / 1080
met3: 0.0283 / 2 / 284
met4: 0.00380 / 0 / 17
met5: 0 / - / 0
[how the worst min path moves through the flow]
| stage | startpoint | end | slack, ps | depth (start not counted) |
|---|---|---|---|---|
| final | h_counter[1] | h_counter[1] | 540 | 1 |
| after global routing | v_counter[9] | v_counter[9] | 570 | 1 |
| after CTS | h_counter[1] | h_counter[1] | 540 | 1 |
[sequential cells by signal, summed over array words and instances (netlist names)]
signal     count
v_counter     10
pxl_clk        1
h_counter     10
[worst register-to-register path, cell delays in order (launching register included)]
cell and delay, ps:
sky130_fd_sc_hd__dfrtp_1 430, sky130_fd_sc_hd__ha_1 240, sky130_fd_sc_hd__nand4b_1 150, sky130_fd_sc_hd__nor4_1 530
sky130_fd_sc_hd__nor2_1 170, sky130_fd_sc_hd__a32o_1 280
[final cells by class]
type,count,area [um2],area share
clock buffers,4,45.0,0.0301
well taps,70,87.6,0.0585
inverters,6,22.5,0.0150
repair buffers,24,238,0.159
flip-flops and latches,21,527,0.352
multi-input cells,93,578,0.386
[metrics by stage]
stage / area [um2] / instances / util / hold slack, ps
2_1_floorplan: 1150 / 124 / - / 344
3_3_place_gp: 1450 / 214 / 0.279 / 517
3_5_place_dp: 1450 / 214 / 0.279 / 520
4_1_cts: 1500 / 218 / 0.288 / 544
5_1_grt: 1500 / 218 / 0.288 / 574
6_report: 1500 / 218 / 0.288 / 537
[cells by family (layout without fill, tap and decap cells)]
group / Yosys count / after routing / synth area share
simple gates: 59 / 59 / 0.274
buf+inv: 10 / 34 / 0.0371
xor+xnor: 7 / 7 / 0.0534
compound gates: 22 / 22 / 0.123
mux: 1 / 1 / 0.00981
flops: 21 / 21 / 0.459
fa+ha+maj: 4 / 4 / 0.0436
Power is estimated from default activity; no workload was simulated.
